===== /design/flow/design.v =====
module fflop
  #(parameter Size=1)
    (input                     clk
     ,input                    reset
     ,input  logic [Size-1:0]  din
     ,input  logic             dinValid
     ,output logic             dinRetry
     ,output logic [Size-1:0]  q
     ,input  logic             qRetry
     ,output logic             qValid
     );
  logic [Size-1:0] shadowq;
  logic c1;
  logic c2;
  logic shadowValid;
  logic          priv_qValid;
  always @(*) begin
    qValid = priv_qValid;
  end
  logic          priv_dinRetry;
  always @(*) begin
    dinRetry = priv_dinRetry;
  end
  logic          priv_qRetry;
  always @(*) begin
    priv_qRetry = qRetry;
  end
  logic          priv_dinValid;
  always @(*) begin
    priv_dinValid = dinValid;
  end
  always @(*) begin
    c1 = (priv_qValid & priv_qRetry);  
    c2 = priv_dinValid | shadowValid;  
  end
  always @(posedge clk) begin
    if (reset) begin
      shadowValid <= 'b0;
    end else begin
      shadowValid <= (c1 & c2);
    end 
  end 
  logic s_enable;
  always @(*) begin
    s_enable = !shadowValid;
  end
  always@ (posedge clk) begin
    if (s_enable) begin
      shadowq <= din;
    end
  end 
  logic q_enable;
  always @(negedge clk) begin
    q_enable <= !c1; 
  end
  always @ (negedge clk) begin
      if (q_enable) begin
        q <= shadowq;
      end 
  end 
  logic priv_qValidla2;
  always @(posedge clk) begin
    if (reset) begin
      priv_qValidla2 <='b0;
    end else begin
      priv_qValidla2 <= (c1 | c2);
    end 
  end 
  always @(*) begin
    priv_qValid = priv_qValidla2;
  end
  always @(*) begin
   priv_dinRetry = shadowValid | reset;
  end
endmodule 

===== /design/flow/run.sh =====
#!/bin/bash
# OpenROAD 26Q1-2900-gdf79404cd8, Yosys 0.63+post, stock flow scripts
make -C /OpenROAD-flow-scripts/flow DESIGN_CONFIG=/design/flow/config.mk WORK_HOME=/design/flow/orfs finish

===== /design/flow/config.mk =====
export PLATFORM = sky130hd
export DESIGN_NAME = fflop
export DESIGN_NICKNAME = fflop
export VERILOG_FILES = /design/flow/design.v
export SDC_FILE = /design/flow/constraint.sdc
export NUM_CORES = 4
export LEC_CHECK = 1
export CORE_AREA = 10 10 70 70
export DIE_AREA = 0 0 80 80

===== /design/flow/constraint.sdc =====
current_design fflop

set clk_period 1.3
set clk_io_pct 0.2

create_clock -name clk0 -period $clk_period [get_ports {clk}]

set non_clock_inputs [all_inputs -no_clocks]
set_input_delay [expr $clk_period * $clk_io_pct] -clock clk0 $non_clock_inputs
set_output_delay [expr $clk_period * $clk_io_pct] -clock clk0 [all_outputs]

==> results_slide.txt <==
Flow Results at a Glance

Run status
  • Outcome: finished, violations left
  • Violations in the final reports: negative setup slack

STA
  • Worst-case clock skew: 0.0540 ns
  • Worst path setup slack after routing: -0.353 ns
  • Setup repair after global routing missed its margin: yes
  • Number of hold violations in the final report: 0
  • Final count of pins violating max slew: 0
  • Worst slew margin relative to its limit: 90.9%
  • Tightest Pin Transition: 0.136 ns
  • Aggregate negative setup slack: -0.353 ns
  • Final setup violation count: 1

Job
  • Max-capacitance violation count: 0
  • Stage-log warning count: 29

Place
  • Routability-driven placement congestion ratio: 0.679
  • DP Wirelength: around 370 um
  • Total of buffers placed on input and output ports: 7
  • Place WS: -0.367 ns

Clocking
  • Clock slew seen by the registers of the worst setup and hold paths: 0.05 ns
  • Clock net sink count: 5
  • Cell chosen for the clock root: clkbuf_4
  • Cts hold-fix bufs: 0
  • Clk Latency, worst-skew pair: slightly above 0.3 ns
  • Clk buf depth: 2
  • TritonCTS clock tree: done
  • Maximum level of the CTS H-tree: 1
  • Number of buffers added by the clock tree synthesis step: 3

Power and ir drop
  • P per Cell Area: 1220 nW/um2
  • Leakage power: 0.000132 uW
  • Peak supply drop: 0.000232 V

Setup path
  • Critical Path End Type: primary output
  • Worst path required time: 1.04 ns
  • Worst setup SP type: flip-flop
  • Cell with the biggest individual delay on the critical path: edfxtp_1
  • Highest fanout seen on the critical path: 1
  • Top Family by Delay on Critical Path: flip-flops
  • Crit path DAT: ~1.4 ns
  • Path type of the worst setup path: reg -> out
  • Worst-path cell chain: buf_2
  • Critical path's largest stage delay: 0.33 ns
  • CP Buf/Inv Count: 1

Route
  • Detailed Route Iter0 Violations: 1
  • # DRC: 0
  • Diode insertion count for antenna repair: 0
  • Total via count after detailed routing: ~130
  • Antenna Violating Nets Remaining: 0
  • Count of TritonRoute iterations in the first routing pass: 2
  • Drt total wl: 455 um
  • Detailed-route vias per instance: 1.71
  • Routed length per placed instance: 6.23 um

Global routing
  • Total global routing track utilization: between 1.5 and 2%
  • Number of global-route vias before repair: 144
  • Remaining global-route overflow: 0
  • Wire length of the first global-routing pass: 703 um
  • Pin count of the biggest net entering global routing: 5
  • Antenna violations before repair: 0

Layout
  • Share of post-route cells with drive strength above 1: 48.1%
  • Area of the multi-input gates: 37.5 um2
  • Fillers: 403
  • Storage cell area: roughly 120 um2
  • P&R area growth vs syn: 106%

Synthesis
  • Post-synth top area cell: dfxtp_1
  • Avg Synthesized Cell Area: 13.8 um2
  • Number of warnings printed during yosys synthesis: 1
  • Yosys cell count: 12
  • Summed standard-cell area reported by yosys: 165 um2
  • Post-synthesis instance area: 165 um2
  • Most area-consuming cells after synthesis: dfxtp_1 36%, edfxtp_1 36%, nor3_2 6.1%, a21oi_2 5.3%, inv_1 4.5%
  • Dominant cell area share: 36.4%
  • Flip-flop and latch count after synthesis: 5
  • Number of unique standard cell types used by synthesis: 8
  • Register share after synthesis: slightly above 70%
  • Synth Instances: 12

Min path
  • Path category of the worst min-delay check: in -> reg

Die
  • DIE HEIGHT: 80 um
  • Top-level I/O count: 8
  • Area inside the core boundary: 3420 um2
  • Count of standard-cell rows: 21
  • Die outline area: 6400 um2
  • Die X-Extent: 80 um
  • Initial Utilization: under 10%
## cell usage after synthesis
master    instances
nand2_2           1
nor2_2            1
edfxtp_1          2
nor3_2            1
inv_1             2
or2_1             1
a21oi_2           1
dfxtp_1           3
## path summary, 6_finish.rpt
| kind | slack, ns | depth (start not counted) | startpoint | end |
|---|---|---|---|---|
| setup / recovery | -0.35 | 1 | q | q[0] |
| hold reg to reg | 0.45 | 0 | q_enable | q |
| setup reg to reg | 0.06 | 0 | shadowq | q |
| hold / removal | 0.41 | 3 | reset | priv_qValidla2 |
## sequential cells by signal (all words and copies together), names as in the netlist
register	cells
priv_qValidla2	1
shadowValid	1
q	1
q_enable	1
shadowq	1
## layout make-up
cell class	count	area share (%)
tap	46	16.9
sequential	5	35.7
multi-input combinational	5	11.0
clock inverter	3	3.68
inverter	1	1.10
timing repair buffer	10	25.0
clock buffer	3	6.62
## timing repair
item / in CTS / in global routing
setup endpoints to repair: 3 / 2
buffers inserted: 1 / 0
resized: 7 / 1
endpoints found under the hold margin: 0 / 0
## through the flow
step	instance area [um2]	total power (uW)	hold slack, ns	utilization, %	std cells
floorplan	165	199	0.322	-	12
global placement	308	232	0.422	9.01	67
detailed placement	308	233	0.426	9.01	67
CTS	339	426	0.403	9.93	73
global route	340	449	0.427	9.96	73
finish	340	417	0.407	9.96	73
## report_power, final
group	switching, uW	leakage (uW)	internal (uW)	total (uW)
logic	10.5	0.0000572	23.1	33.6
registers	3.08	0.0000461	173	176
clock network	86.6	0.0000284	120	207
## layer usage
layer | part of all wire, % | vias to the layer above | GRT usage, % | routed length, um
li1 | - | 68 | - | -
met1 | 52 | 48 | 1.95 | 236
met2 | 26 | 9 | 1.28 | 119
met3 | 22 | 0 | 2.39 | 99
met4 | 0 | 0 | 0.352 | 0
met5 | 0 | - | 0 | 0
## cell usage in the layout, fill, tap and decap left out
cell             instances
edfxtp_1                 2
buf_4                    3
nor3_2                   1
clkdlybuf4s15_1          1
clkbuf_4                 3
buf_2                    1
dfxtp_2                  1
clkinv_2                 1
dlygate4sd2_1            2
or2_1                    1
clkdlybuf4s50_1          3
inv_1                    3
nand2_2                  1
dfxtp_1                  2
nor2_2                   1
a21oi_2                  1
## logic make-up after synthesis
kind of cell	after synthesis	share of synthesized area (%)
AOI/OAI and AO/OA	1	5.30
DFF	5	72.7
buffers and inverters	2	4.55
and+or+nand+nor	4	17.4
## worst min-delay path, cell delays in order
cell	delay (ns)
dlygate4sd2_1	0.21
buf_4	0.12
a21oi_2	0.03
Power is estimated from default activity; no workload was simulated.
